$ cat ./run.sh
#!/bin/bash
# OpenROAD 26Q1-2900-gdf79404cd8, Yosys 0.63+post, stock flow scripts
make -C /OpenROAD-flow-scripts/flow DESIGN_CONFIG=/design/flow/config.mk WORK_HOME=/design/flow/orfs finish
$ cat ./design.v
module CORDIC_FSM (clka, clkb, reset, start, cordic_mode, counter, state, in_mux_ctl, counter_rst, counter_hold);
input wire clka;
input wire clkb;
input wire reset;
input wire start;
input wire cordic_mode;
input wire [3:0] counter;
output reg [2:0] state;
output reg [1:0] in_mux_ctl;
output reg counter_rst;
output reg counter_hold;
parameter SIZE = 3;
parameter IDLE = 3'b000;
parameter ROT_SETUP = 3'b001;
parameter ROT_ITER  = 3'b010;
parameter VEC_SETUP = 3'b011;
parameter VEC_ITER  = 3'b100;
wire  [SIZE-1:0]          temp_state   ; 
reg   [SIZE-1:0]          next_state   ; 
assign temp_state = fsm_function(state, start, cordic_mode, counter);
function [SIZE-1:0] fsm_function;
  input [SIZE-1:0] state;
  input start;
  input cordic_mode;
  input [3:0] counter;
  case(state)
      IDLE: begin
          if (start && cordic_mode == 0) begin fsm_function = ROT_SETUP; end
          else if (start && cordic_mode == 1) begin fsm_function = VEC_SETUP; end
          else begin fsm_function = IDLE; end
      end
      ROT_SETUP: begin
          begin fsm_function = ROT_ITER; end
      end
      ROT_ITER: begin
        if (counter == 4'b1000) begin fsm_function = IDLE; end
        else begin fsm_function = ROT_ITER; end
      end
      VEC_SETUP: begin
          begin fsm_function = VEC_ITER; end
      end
      VEC_ITER: begin
        if (counter == 4'b1000) begin fsm_function = IDLE; end
        else begin fsm_function = VEC_ITER; end
      end
    default: fsm_function = IDLE;
  endcase
endfunction
always @ (negedge clka)
begin : FSM_SEQ
  if (reset) begin
    next_state <= IDLE;
  end else begin
    next_state <= temp_state;
  end
end
always @ (negedge clkb)
begin : OUTPUT_LOGIC
  case(next_state)
    IDLE: begin
        state <= next_state;
        in_mux_ctl <= 2'b01;
        counter_rst <= 1'b0;
        counter_hold <= 1'b1;
    end
    ROT_SETUP: begin
        state <= next_state;
        in_mux_ctl <= 2'b00;
        counter_rst <= 1'b1;
        counter_hold <= 1'b0;
    end
    ROT_ITER: begin
        state <= next_state;
        in_mux_ctl <= 2'b01;
        counter_rst <= 1'b0;
        counter_hold <= 1'b0;
    end
    VEC_SETUP: begin
        state <= next_state;
        in_mux_ctl <= 2'b10;
        counter_rst <= 1'b1;
        counter_hold <= 1'b0;
    end
    VEC_ITER: begin
        state <= next_state;
        in_mux_ctl <= 2'b01;
        counter_rst <= 1'b0;
        counter_hold <= 1'b0;
    end
  endcase
end  
endmodule  
$ cat ./config.mk
export PLATFORM = sky130hd
export DESIGN_NAME = CORDIC_FSM
export DESIGN_NICKNAME = CORDIC_FSM
export VERILOG_FILES = /design/flow/design.v
export SDC_FILE = /design/flow/constraint.sdc
export NUM_CORES = 4
export LEC_CHECK = 1
export CORE_AREA = 10 10 70 70
export DIE_AREA = 0 0 80 80
$ cat ./constraint.sdc
current_design CORDIC_FSM

set clk_period 2.3
set clk_io_pct 0.2

create_clock -name clk0 -period $clk_period [get_ports {clka}]
create_clock -name clk1 -period $clk_period [get_ports {clkb}]

set non_clock_inputs [all_inputs -no_clocks]
set_input_delay [expr $clk_period * $clk_io_pct] -clock clk0 $non_clock_inputs
set_output_delay [expr $clk_period * $clk_io_pct] -clock clk0 [all_outputs]
==> summary.rpt <==
RUN METRICS
----------------------------------------------------
[Placement]
  Dpl hpwl ........................ 744 um
  Number of cells in the design after placement ........................ about 94
  Global placer's final weighted congestion ........................ 0.745
  Area after detailed placement ........................ 624 sq um
  Number of port buffers ........................ 14

[Critical path]
  Cells traversed along the worst timing path ........................ buf_2
  Kind of launch point of the worst setup path ........................ flip-flop
  Data required time of the critical path ........................ 1.84 ns
  Path type of the worst setup path ........................ flip-flop to primary output
  Max FO, Critical Path ........................ 4
  Slowest library cell on the worst path ........................ sky130_fd_sc_hd__edfxtp_1
  Number of buffer and inverter instances along the worst setup path ........................ 1
  Category of cells accounting for the largest share of critical-path delay ........................ flip-flops
  Stage delay of the slowest cell on the critical path ........................ 0.40 ns
  Endpoint kind of the worst setup timing path ........................ primary output
  CP Data Arrival Time ........................ 1.99 ns

[Yosys]
  Share of synthesized area occupied by flip-flops and latches ........................ 0.681
  Number of warnings issued by yosys ........................ 1
  Count of mapped cells out of synthesis ........................ 30
  Distinct cell type count of the synthesized netlist ........................ 15
  Number of cells in the yosys synthesis report ........................ 30
  Avg Synthesized Cell Area ........................ 13.2 sq um
  Synthesized cell area ........................ 397 sq um
  Post-synth area from yosys stat ........................ 397 sq um
  Number of storage elements in the synthesis netlist ........................ 10

[Route]
  Via count normalized by instance count ........................ roughly 3.4
  Count of TritonRoute iterations in the first routing pass ........................ 2
  Drt total wl ........................ 972 um
  Detailed Route Iter0 Violations ........................ 23
  Detail Route Antenna Nets ........................ 0
  Avg WL per Cell ........................ about 8.8 um
  Vias after detailed routing ........................ 369
  DRC violations left ........................ 0
  Inserted Diodes ........................ 0

[Global routing]
  First-pass GRT wire length ........................ 1630 um
  Vias in the first global route ........................ 422
  Number of antenna violations at the first check in global routing ........................ 0
  Total grt overflow ........................ 0
  Largest net degree at the start of global routing ........................ 8
  Overall routing resource usage ........................ 0.0328

[Power]
  Power per cell area ........................ 881 nW/um^2
  Leakage dissipation ........................ ~0.33 nW
  Flop pwr share ........................ 0.430
  Sw Pwr ........................ between 0.00015 and 0.0002 W
  Part of the power in combinational logic ........................ 0.148
  Fraction of power consumed by the clock network ........................ 0.422
  Switch share ........................ 0.278
  Internal power ........................ approximately 0.00044 W
  Worst supply voltage drop on vdd ........................ 0.206 mV

[Clocking]
  Quantity of hold-fixing buffers added after cts ........................ 0
  Clock tree from TritonCTS ........................ built
  Clk sink count ........................ 10
  Post-CTS setup-driven buffer insertion count ........................ 0
  Clock slew seen by the registers of the worst setup and hold paths ........................ ~0.03 ns

[Die]
  Area of the chip ........................ around 6400 sq um
  Area inside the core boundary ........................ 3420 sq um
  Vertical extent of the die ........................ 80 um
  Io pins ........................ 16
  Rows ........................ 21
  Die width ........................ 80 um
  Pre-Place Util ........................ 0.116

[Final timing]
  Setup repair after global routing missed its margin ........................ yes
  Setup_tns ........................ -0.740 ns
  Endpoints failing hold ........................ 0
  Slew at the pin closest to its max-slew limit ........................ a little under 0.4 ns
  Worst hold slack ........................ 0.531 ns
  Final setup slack of the worst path ........................ -0.155 ns
  Final number of setup-violating endpoints ........................ 7
  Relative slew slack ........................ 0.739
  Number of max-slew violations in the final report ........................ 0

[Finish]
  Number of non-filler instances in the completed layout ........................ 110
  Area overhead of the layout relative to synthesis ........................ 74.4%
  Post-layout utilization of the core ........................ 0.203
  Share of cells above drive strength 1 ........................ 0.328
  Post-route design area ........................ 692 sq um

[Status]
  Status ........................ finished with violations
  Violated checks ........................ setup timing

[Min path]
  Path type of the worst min-delay path ........................ flip-flop to flip-flop

[Job]
  Tool warnings ........................ 38
  Number of max-cap violations ........................ 0

----------------------------------------------------
-- sequential cells by signal (all words and copies together) (netlist names) --
register / flops
in_mux_ctl: 2
next_state: 3
counter_hold: 1
state: 3
counter_rst: 1
-- power by group through the flow --
| stage | clock (W) | sequential (W) | combinational (W) |
|---|---|---|---|
| CTS | 0.000269 | 0.000265 | 0.0000882 |
| global route | 0.000306 | 0.000270 | 0.000101 |
| finish | 0.000257 | 0.000262 | 0.0000903 |
-- worst paths after layout --
kind	from	endpoint	slack, ns	cells past startpoint
worst max-delay path	state[2]$_DFFE_NP_	state[2]	-0.15	1
max in group clk1	next_state[1]$_SDFF_NP0_	counter_hold$_DFFE_NP_	1.25	2
worst max register to register	state[0]$_DFFE_NP_	next_state[2]$_SDFF_NP0_	1.05	3
worst min-delay path	next_state[0]$_SDFF_NP0_	state[0]$_DFFE_NP_	0.53	0
worst min register to register	next_state[0]$_SDFF_NP0_	state[0]$_DFFE_NP_	0.53	0
min in group clk0	state[0]$_DFFE_NP_	next_state[0]$_SDFF_NP0_	0.58	2
-- cells in the mapped netlist --
| library cell | number | area share |
|---|---|---|
| sky130_fd_sc_hd__edfxtp_1 | 7 | 0.53 |
| sky130_fd_sc_hd__or2_1 | 1 | 0.016 |
| sky130_fd_sc_hd__o22ai_2 | 1 | 0.032 |
| sky130_fd_sc_hd__inv_1 | 3 | 0.028 |
| sky130_fd_sc_hd__o21ai_0 | 2 | 0.025 |
| sky130_fd_sc_hd__nand2_1 | 3 | 0.028 |
| sky130_fd_sc_hd__or4b_4 | 1 | 0.035 |
| sky130_fd_sc_hd__or3_1 | 1 | 0.016 |
| sky130_fd_sc_hd__a21oi_1 | 2 | 0.025 |
| sky130_fd_sc_hd__o32ai_1 | 1 | 0.022 |
| sky130_fd_sc_hd__nor2_1 | 1 | 0.0095 |
| sky130_fd_sc_hd__dfxtp_1 | 3 | 0.15 |
| sky130_fd_sc_hd__or4b_1 | 1 | 0.025 |
| sky130_fd_sc_hd__nor4b_1 | 2 | 0.044 |
| sky130_fd_sc_hd__o21ai_1 | 1 | 0.013 |
-- timing repair --
action | in CTS | in global routing
resized | 25 | 3
pin swaps | 1 | 0
setup endpoints to repair | 10 | 10
-- area by class of cell --
class / count / area [sq um]
Tap cell: 46 / 57.6
Timing Repair Buffer: 18 / 134
Sequential cell: 10 / 270
Clock inverter: 12 / 45.0
Inverter: 1 / 3.75
Multi-Input combinational cell: 17 / 136
Clock buffer: 6 / 45.0
Fill cell: 382 / 2720
-- metrics by stage --
| stage | power (W) | setup slack, ns |
|---|---|---|
| floorplan | 0.000318 | 0.000529 |
| global placement | 0.000412 | -0.469 |
| detailed placement | 0.000413 | -0.486 |
| CTS | 0.000622 | -0.168 |
| global route | 0.000677 | -0.221 |
| finish | 0.000610 | -0.155 |
-- cells by family (layout without fill, tap and decap cells) --
| group | after synthesis | after routing | share of synthesized area |
|---|---|---|---|
| flip-flops | 10 | 10 | 0.681 |
| AND/OR/NAND/NOR | 10 | 10 | 0.174 |
| AND-OR/OR-AND | 7 | 7 | 0.117 |
| buffers and inverters | 3 | 37 | 0.0284 |
-- routing by layer --
layer | GRT usage | up-vias | wire length (um) | share of wire
li1 | - | 181 | - | -
met4 | 0.0282 | 0 | 40 | 0.041
met3 | 0.0284 | 6 | 92 | 0.095
met2 | 0.0465 | 11 | 506 | 0.52
met5 | 0 | - | 0 | 0
met1 | 0.0281 | 171 | 333 | 0.34
-- layout by cell type, fill, tap and decap left out --
master	netlist	final
sky130_fd_sc_hd__or2_1	1	1
sky130_fd_sc_hd__a21oi_1	2	2
sky130_fd_sc_hd__nor4b_4	0	1
sky130_fd_sc_hd__buf_2	0	7
sky130_fd_sc_hd__buf_4	0	4
sky130_fd_sc_hd__o21ai_0	2	2
sky130_fd_sc_hd__o22ai_2	1	1
sky130_fd_sc_hd__nor2_1	1	1
sky130_fd_sc_hd__dlymetal6s2s_1	0	1
sky130_fd_sc_hd__o21ai_1	1	1
sky130_fd_sc_hd__inv_1	3	13
sky130_fd_sc_hd__clkdlybuf4s50_1	0	3
sky130_fd_sc_hd__or4b_4	1	1
sky130_fd_sc_hd__nand2_1	3	3
sky130_fd_sc_hd__dlygate4sd2_1	0	3
sky130_fd_sc_hd__clkbuf_4	0	6
sky130_fd_sc_hd__nor4b_2	0	1
sky130_fd_sc_hd__o32ai_1	1	1
sky130_fd_sc_hd__or4b_1	1	1
sky130_fd_sc_hd__edfxtp_1	7	7
sky130_fd_sc_hd__or3_1	1	1
sky130_fd_sc_hd__dfxtp_1	3	3
No activity file was given, so power comes from the tool's default toggle rates.
