**flow/design.v**
```verilog
module CORDIC_DP(
    input wire clka,
    input wire clkb,
    input wire reset,
    input wire cordic_mode,
    input wire [7:0] in_port0,
    input wire [7:0] in_port1,
    output wire [7:0] out_port0,
    output wire [7:0] out_port1,
    output reg [3:0] counter,
    input wire [1:0] in_mux_ctl,
    input wire counter_rst,
    input wire counter_hold
    );
    reg [7:0] x_rega;
    reg [7:0] y_rega;
    reg [7:0] theta_rega;
    reg [7:0] x_regb;
    reg [7:0] y_regb;
    reg [7:0] theta_regb;
    reg [7:0] ROM_VALUE;
    reg [3:0] next_counter;
    always @(*) begin
        case (counter)
            4'd0: ROM_VALUE = 8'b00110010;
            4'd1: ROM_VALUE = 8'b00011101;
            4'd2: ROM_VALUE = 8'b00001111;
            4'd3: ROM_VALUE = 8'b00000111;
            4'd4: ROM_VALUE = 8'b00000011;
            4'd5: ROM_VALUE = 8'b00000001;
            4'd6: ROM_VALUE = 8'b00000000;
            4'd7: ROM_VALUE = 8'b00000000;
            default: ROM_VALUE = 8'b0;
        endcase
    end
    always @(negedge clka) begin
        if (in_mux_ctl == 2'b00) begin
            x_rega <= 8'b00100110;  
            y_rega <= 8'b0;
            theta_rega <= in_port0;
        end
        if (in_mux_ctl == 2'b01) begin
            x_rega <= x_regb;
            y_rega <= y_regb;
            theta_rega <= theta_regb;
        end
        if (in_mux_ctl == 2'b10) begin
            x_rega <= in_port0;
            y_rega <= in_port1;
            theta_rega <= theta_regb;
        end
        case ({counter_rst, counter_hold})
            2'b01: counter <= next_counter;
            2'b10: counter <= 4'b0;
            default: counter <= next_counter + 1;
        endcase
    end
    always @(negedge clkb) begin
        if ((cordic_mode == 1'b0 && theta_rega[7] == 1'b0) || (cordic_mode == 1'b1 && y_rega[7] == 1'b1)) begin
            x_regb <= x_rega - (y_rega >> counter);
            y_regb <= y_rega + (x_rega >> counter);
            theta_regb <= theta_rega - ROM_VALUE;
        end
        else begin
            x_regb <= x_rega + (y_rega >> counter);
            y_regb <= y_rega - (x_rega >> counter);
            theta_regb <= theta_rega + ROM_VALUE;
        end
        next_counter <= counter;
    end
    assign out_port0 = (cordic_mode == 1'b0) ? x_regb : theta_regb;
    assign out_port1 = y_regb;
endmodule
```
**flow/config.mk**
```make
export PLATFORM = sky130hd
export DESIGN_NAME = CORDIC_DP
export DESIGN_NICKNAME = CORDIC_DP
export VERILOG_FILES = /design/flow/design.v
export SDC_FILE = /design/flow/constraint.sdc
export NUM_CORES = 4
export LEC_CHECK = 1
export CORE_UTILIZATION = 50
```
**flow/constraint.sdc**
```tcl
current_design CORDIC_DP

set clk_period 2.3
set clk_io_pct 0.2

create_clock -name clk0 -period $clk_period [get_ports {clka}]
create_clock -name clk1 -period $clk_period [get_ports {clkb}]

set non_clock_inputs [all_inputs -no_clocks]
set_input_delay [expr $clk_period * $clk_io_pct] -clock clk0 $non_clock_inputs
set_output_delay [expr $clk_period * $clk_io_pct] -clock clk0 [all_outputs]
```
**flow/run.sh**
```bash
#!/bin/bash
# OpenROAD 26Q1-2900-gdf79404cd8, Yosys 0.63+post, stock flow scripts
make -C /OpenROAD-flow-scripts/flow DESIGN_CONFIG=/design/flow/config.mk WORK_HOME=/design/flow/orfs finish
```
==> impl_metrics.yaml <==
# generated from flow reports
final_layout:
  fillCellCount: 359
  postLayoutCellArea_um2: 6320
  drive_gt1_share_pct: 46.3
  areaGrowthSynthToFinish_pct: 64.5
  register_area_um2: 1520
  lay_top_count: "buf_4"
  layout.area.comb_um2: 2680
  layout_top_cells: "buf_4, inv_1, buf_6"
cts:
  cts_tree: "built"
  post_cts_hold_buffer_count: 0
  clock-sinks: 62
  path_clk_slew_ns: 0.05
power:
  finalPower_mw: 9.08
  ir_drop_mv: 0.953
  cellPowerDensity_nw_per_um2: 1440
  power_leakage_nw: 3.10
sta:
  grt_setup_unrepaired: "yes"
  report.final.slew_viol_count: 0
  measured_slew_at_the_worst_slew_check_pin_ns: 0.513
  setup_ws_ns: -0.933
  hold_violations: 0
  timing.final.setup_violations: 49
  slew-limit-headroom_pct: 65.8
drt:
  first_iter_violations: 192
  route.detailed.drc: 0
  met3_length_um: 864
  wl_met2_um: 5560
  topmost_layer_with_routed_signal_wires: "met4"
  wl_per_cell_um: 17.7
  route.detailed.vias_per_inst: 5.36
  drtPass1Iterations: 4
  detailroute.via_count: 3774
  detail_route.antenna_diodes: 0
  routed_wirelength_um: 12400
  detail_route.wirelength.met1_um: 5600
  drtAntennaViolNets: 0
grt:
  grt_use_total_pct: 32.4
  number_of_global_route_vias_before_repair: 3865
  grt_first_pass_wirelength_um: 18500
  global_route.overflow_total: 0
  grt_antenna_before_repair: 0
  grt_start_max_net_pins: 20
run_status:
  violated_checks: "negative setup slack"
  status: "complete, but fails checks"
logic_synthesis:
  ys.warnings.count: 1
  synth_top_cell_by_area: "dfxtp_1"
  synthDistinctLibCells: 52
  ys_area_um2: 3840
  postSynth.topFlopCell: "dfxtp_1"
  synth.cell_area_um2: 3840
  synthesis.instances: 372
  yosys_register_bits: 62
  fraction_of_the_yosys_area_taken_by_sequential_cells_pct: 38.6
  synth_async_sr_flop_share_pct: 0
  area_leaders: "dfxtp_1, edfxtp_1, ha_1, xnor2_1, mux2_2"
  netlist.area_leader.share_pct: 19.8
  synth-edff-count: 24
  syn_avg_cell_area_um2: 10.3
  total_cells_reported_by_yosys_after_synthesis: 372
die:
  io_pins: 44
  die_span_y_um: 89.7
  placementRows: 31
  core_util_floorplan_pct: 52.4
  core-area_um2: 7330
  die-area_um2: 8040
  die_w_um: 89.7
setup_path:
  largest_fanout_of_any_net_on_the_critical_path: 4
  worstSetupEndpointType: "flip-flop"
  crit_path_start_kind: "input pin"
  cp_data_arrival_time_ns: 2.34
  timing.setup.critical_path_class: "input pin to flip-flop"
  cp.required_ns: 1.40
place:
  place.port_buffers: 41
  gp_routability_congestion: 0.946
  dp_hpwl_um: 7710
  place_area_um2: 5360
job:
  max_cap_violations: 0
  warning_count: 94
worst_hold_path:
  holdCritPathClass: "flip-flop to flip-flop"
sequential cells by signal, summed over array words and instances, names as in the netlist, named ones only:
name          cells
x_rega            8
next_counter      4
counter           4
x_regb            8
theta_rega        8
y_rega            8
y_regb            8
theta_regb        8
per-layer routing:
| metal | track usage [%] | vias up |
|---|---|---|
| li1 | - | 1824 |
| met1 | 44.4 | 1763 |
| met2 | 48.6 | 148 |
| met3 | 11.0 | 39 |
| met4 | 13.7 | 0 |
| met5 | 0 | - |
worst max-delay path, cell delays in order:
cell and delay (ns):
buf_8 0.09, buf_12 0.10, mux2i_4 0.28, buf_6 0.17, nand2_4 0.05, o21ai_4 0.07
ha_4 0.22, a21o_1 0.19, a21oi_2 0.18, o21ai_2 0.09, o21ai_1 0.13, nand2b_1 0.08
a21oi_2 0.14, xnor2_1 0.07
kinds of logic after synthesis:
kind of cell               share of synthesized area, %
buffers and inverters                              3.91
muxes                                              11.9
and+or+nand+nor                                    11.6
adders and majority gates                          10.4
DFF                                                38.6
AOI/OAI and AO/OA                                  15.7
xor gates and xnor gates                           7.98
synthesized netlist by cell type, drive strengths merged, types with 2 or more instances:
master  count
o221ai      2
or3         2
and3        2
nor2b       8
or2         4
nand2b     10
dfxtp      38
mux2i      12
ha         27
o21bai      3
o22ai       2
o22a        3
clkbuf      8
mux2       22
nor2       17
xor2        8
edfxtp     24
a22o       16
nand2      21
a21oi      19
a22oi       3
mux4        4
o21ai      12
nand3b      2
o31ai       3
xnor2      27
a31oi       3
a21o       11
a32oi       2
buf         3
nor3        7
fa          3
and2        2
inv        25
nand3       6
per-stage QoR:
step	util, %	hold WS (ns)	instances	setup slack [ns]	TNS (ns)
finish	86.2	0.486	704	-0.933	-19.81
global route	86.2	0.523	704	-1.06	-21.68
CTS	83.8	0.532	703	-0.992	-21.04
detailed placement	73.1	0.495	608	-1.78	-77.76
global placement	73.1	0.505	608	-1.75	-76.94
floorplan	-	0.351	372	-1.29	-22.00
power breakdown:
group | total [mW] | switching (mW) | leakage (nW) | internal (mW)
Sequential | 1.96 | 0.304 | 0.571 | 1.65
Clock | 1.45 | 0.849 | 0.415 | 0.597
Combinational | 5.68 | 2.37 | 2.11 | 3.31
timing repair:
item,CTS,global route
setup buffers,24,12
cloned,1,0
pin swaps,20,39
resized,158,44
setup endpoints to repair,99,49
worst paths after layout:
check / to / start / depth (start not counted) / slack (ns)
max reg2reg: x_regb[5]$_DFF_N_ / counter[0]$_DFF_N_ / 12 / -0.79
max in group clk0: out_port0[6] / x_regb[6]$_DFF_N_ / 2 / -0.42
min reg2reg: next_counter[0]$_DFF_N_ / counter[0]$_DFF_N_ / 1 / 0.49
max: y_regb[7]$_DFF_N_ / cordic_mode / 14 / -0.93
min in group clk0: y_rega[0]$_DFFE_NP_ / y_regb[0]$_DFF_N_ / 1 / 0.54
min: next_counter[0]$_DFF_N_ / counter[0]$_DFF_N_ / 1 / 0.49
final cells by class:
class / count / area share, %
clock buffers: 8 / 1.74
well taps: 99 / 1.96
inverters: 23 / 1.56
repair buffers: 172 / 23.8
clock inverters: 66 / 4.53
flip-flops and latches: 62 / 24.0
multi-input cells: 274 / 42.4
Power figures rest on the tool's default switching activity, not on a simulated workload.
